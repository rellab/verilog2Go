## design/flow/design.v

```verilog
module alu(a, b, f, s);
 input [15:0] a, b;
 input [4:0] 	f;
 output [15:0] s;
 wire [15:0] x, y;
 assign x = a + 16'h8000;
 assign y = b + 16'h8000;
 always @(a or b or x or y or f)
   case(f)
     5'b00000 : s = b + a;
     5'b00001 : s = b - a;
     5'b00010 : s = b * a;
     5'b00011 : s = b << a;
     5'b00100 : s = b >> a;
     5'b00101: s = b & a;
     5'b00110 : s = b | a;
     5'b00111: s = b ^ a;
     5'b01000 : s = b && a;
     5'b01001  : s = b || a;
     5'b01010  : s = b == a;
     5'b01011  : s = b != a;
     5'b01100  : s = y >= x;
     5'b01101  : s = y <= x;
     5'b01110  : s = y > x;
     5'b01111  : s = y < x;
     5'b10000 : s = -a;
     5'b10001 : s = ~a;
     5'b10010 : s = !a;
     default : s = 16'hxxxx;
   endcase
endmodule
```

## design/flow/config.mk

```make
export PLATFORM = sky130hd
export DESIGN_NAME = alu
export DESIGN_NICKNAME = alu
export VERILOG_FILES = /design/flow/design.v
export SDC_FILE = /design/flow/constraint.sdc
export NUM_CORES = 4
export LEC_CHECK = 1
export CORE_UTILIZATION = 50
```

## design/flow/run.sh

```bash
#!/bin/bash
# OpenROAD 26Q1-2900-gdf79404cd8, Yosys 0.63+post, stock flow scripts
make -C /OpenROAD-flow-scripts/flow DESIGN_CONFIG=/design/flow/config.mk WORK_HOME=/design/flow/orfs finish
```

## design/flow/constraint.sdc

```tcl
current_design alu

set clk_period 9.0
set clk_io_pct 0.2

create_clock -name clk0 -period $clk_period

set non_clock_inputs [all_inputs -no_clocks]
set_input_delay [expr $clk_period * $clk_io_pct] -clock clk0 $non_clock_inputs
set_output_delay [expr $clk_period * $clk_io_pct] -clock clk0 [all_outputs]
```

==> qor.yml <==
run_status: "complete, but fails checks"
violations: "negative setup slack"
synth_area_per_cell_um2: 7.47
fp.dieW_um: 133
criticalPathCategory: "input pin to output pin"
port_buffers: 53
cp-start-kind: "input pin"
p_int_mw: 1.44
first_pass_iters: 6
warnings: 66
path_max_fanout: 4
finalHoldViolations: 0
ir_drop_mv: 0.727
top_cells_by_area: "fa_1 (19%), ha_1 (14%), inv_1 (6.8%)"
area_delta_synth_final_pct: 27.3
finalPower_mw: 3.00
max_freq_mhz: 110
clkPwrFrac_pct: 0
ys_chip_area_um2: 8600
maxSlewViolCount: 0
route.detailed.drc: 0
synth_cell_type_count: 87
io_pins: 53
ys_cells: 1152
ff_count: 0
final_core_util_pct: 65.6
setup_ws_ns: -0.0558
wire_per_inst_um: 24.4
yosysTopAreaCellShare_pct: 19.1
vias_per_cell: 6.25
crit_path_end_kind: "output pin"
std_cell_rows: 47
grt_max_degree: 41
dieHeight_um: 133
grt_overflow: 0
ant_nets: 0
p_leak_nw: 4.90
die_area_um2: 17700
switching_power_mw: 1.56
finalCritPeriodShare_pct: 101
netlist_area_um2: 8600
routabilityCongestion: 1.06
synthCells: 1152
vias: 9527
layout_min_cycle_time_ns: 9.06
power_frac_comb_pct: 100.0
final_layout_size_suffix_gt1_share_pct: 26.7
fp-utilization_pct: 51.5
ys_warn_count: 21
drt_iter0_markers: 789
rsz0062_at_grt: "yes"
grt_usage_pct: 44.1
regArea_um2: 0
final_cell_count_no_fill: 1525
dpl.cell_count: 1492
drv_cap: 0
swShare_pct: 52.1
maxSlewHeadroom_pct: 28.7
core-area_um2: 16700
synth_top_cell_by_count: "inv_1"
finalSetupViolations: 1
powerDensity_nw_per_um2: 274
antenna_found_initial: 2
cp-startpoint: "a[6]"
grt_pass1_vias: 9270
hold_slack_ns: 4.55
required_ns: 7.20
worstMarginPinSlew_ns: 1.04
yosys.area.top_type: "fa_1"
yosys.stat.seqShare_pct: 0
clkbuf_count: 0
seqPwrFrac_pct: 0
hp-start: "a[12]"
dpl.hpwl_um: 28900
hold_path_class: "input pin to output pin"
wl_um: 37300
grt_pass1_wl_um: 55400
critical_path_arrival_ns: 7.26
ys_top_cells_by_count: "inv_1 (157), nor2_1 (143), nand2_1 (110)"
hold_buffers: 0
==> worst max-delay path: stages <==
cell,delay [ns]
buf_6,0.10
clkinv_4,0.05
buf_12,0.09
nor2_2,0.04
fa_1,0.58
inv_2,0.05
fa_1,0.55
fa_1,0.44
fa_1,0.53
inv_2,0.04
fa_1,0.51
inv_2,0.04
fa_1,0.53
inv_2,0.06
ha_4,0.24
a21o_1,0.18
buf_4,0.14
a31oi_4,0.19
o21ai_2,0.08
xor2_1,0.14
buf_4,0.16
a221o_1,0.30
clkdlybuf4s50_1,0.40
==> cell usage in the layout, fill, tap and decap left out, types with 7 or more instances in the layout <==
master,n
buf_4,143
inv_1,139
nor2_1,133
nand2_1,105
ha_1,79
fa_1,74
a21oi_1,47
xnor2_1,45
o21ai_0,43
nand3_1,25
mux4_2,24
buf_6,24
nor3_1,23
clkdlybuf4s50_1,21
inv_2,14
nand2b_1,13
nor4_1,13
nor2_2,11
o221ai_1,11
o211ai_1,10
xor2_1,10
mux2_2,10
mux2i_1,10
ha_2,10
nand4_1,9
ha_4,9
buf_2,9
a211oi_1,8
a221oi_1,8
fa_2,8
clkbuf_2,8
o21a_1,7
or3_1,7
a31oi_1,7
dlygate4sd2_1,7
buf_12,7
==> through the flow <==
| step | area (um^2) | setup TNS [ns] | worst slack, ns |
|---|---|---|---|
| after floorplan | 8620 | 0 | 0.0264 |
| after global placement | 10100 | -5.30 | -0.705 |
| after detailed placement | 10100 | -5.36 | -0.771 |
| after CTS | 10700 | -0.0355 | -0.0201 |
| after global routing | 10900 | -0.504 | -0.218 |
| final | 10900 | -0.0558 | -0.0558 |
==> final cells by class <==
class / instances / area, um^2
fill: 1375 / 5750
multi-input combinational: 909 / 8080
inverter: 167 / 663
antenna: 2 / 5.00
tap: 220 / 275
timing repair buffer: 227 / 1930
==> cells by family after synthesis <==
group                    Yosys count  share of synthesized area [%]
XOR/XNOR                          60                           6.27
AND/OR/NAND/NOR                  395                           21.6
buffers and inverters            243                           11.5
adder cells (fa/ha/maj)          181                           33.5
multiplexers                      44                           8.76
AND-OR/OR-AND                    229                           18.4
==> metal layers <==
metal	vias up	global-route usage (%)	wire (um)
met4	0	19.1	2010
met1	4558	60.9	14800
li1	4250	-	-
met3	93	18.1	4870
met5	-	0.556	0
met2	626	62.0	15600
==> worst paths after layout <==
path / endpoint / depth (start not counted)
worst min-delay path: s[12] / 8
worst max-delay path: s[14] / 23
==> repair_timing <==
item | CTS | global route
buffers inserted | 24 | 13
resized | 166 | 75
endpoints found under the setup margin | 10 | 10
pin swaps | 58 | 36
==> power groups by stage <==
stage,clock [mW],sequential [mW],combinational [mW]
after CTS,0,0,2.58
final,0.0000000257,0,3.00
after global routing,0.0000000149,0,3.19
Power figures rest on the tool's default switching activity, not on a simulated workload.
