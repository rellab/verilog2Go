--- /design/flow/constraint.sdc ---
current_design elelock

set clk_period 1.9
set clk_io_pct 0.2

create_clock -name clk0 -period $clk_period [get_ports {clk}]

set non_clock_inputs [all_inputs -no_clocks]
set_input_delay [expr $clk_period * $clk_io_pct] -clock clk0 $non_clock_inputs
set_output_delay [expr $clk_period * $clk_io_pct] -clock clk0 [all_outputs]
--- /design/flow/design.v ---
module elelock(clk, reset, tenkey, close, lock);
input clk, reset, close;
input [9: 0] tenkey;
output reg lock;
reg ke1, ke2;
reg [3:0] key [0: 3];
wire match, key_enbl;
parameter SECRET_3 = 4'h5, SECRET_2 = 4'h9, SECRET_1 = 4'h6, SECRET_0 = 4'h3;
always@(posedge clk or posedge reset) begin
	if(reset == 1'b1)begin
		key[3] <= 4'b1111;
		key[2] <= 4'b1111;
		key[1] <= 4'b1111;
		key[0] <= 4'b1111;
	end
	else if(close == 1'b1)begin
		key[3] <= 4'b1111;
		key[2] <= 4'b1111;
		key[1] <= 4'b1111;
		key[0] <= 4'b1111;
	end
	else if(key_enbl == 1'b1)begin
		key[3] <= key[2];
		key[2] <= key[1];
		key[1] <= key[0];
		key[0] <= keyenc(tenkey);
	end
end
always@(posedge clk or posedge reset) begin
	if(reset == 1'b1) begin
		ke2 <= 1'b0;
		ke1 <= 1'b0;
	end
	else begin
		ke2 <= ke1;
		ke1 <= | tenkey;
	end
end
always@(posedge clk or posedge reset) begin
	if(reset == 1'b1)
		lock <= 1'b1;
	else if(close == 1'b1)
		lock <= 1'b1;
	else if(match == 1'b1)
		lock <= 1'b0;
end
function [3:0] keyenc;
input [9:0] sw;
	case(sw)
		10'b0000000001: keyenc = 4'h0;
		10'b0000000010: keyenc = 4'h1;
		10'b0000000100: keyenc = 4'h2;
		10'b0000001000: keyenc = 4'h3;
		10'b0000010000: keyenc = 4'h4;
		10'b0000100000: keyenc = 4'h5;
		10'b0001000000: keyenc = 4'h6;
		10'b0010000000: keyenc = 4'h7;
		10'b0100000000: keyenc = 4'h8;
		10'b1000000000: keyenc = 4'h9;
	endcase
endfunction
assign match = (key[0] == SECRET_0) && (key[1] == SECRET_1) && (key[2] == SECRET_2) && (key[3] == SECRET_3);
assign key_enbl = ~ke2 & ke1;
endmodule
--- /design/flow/run.sh ---
#!/bin/bash
# OpenROAD 26Q1-2900-gdf79404cd8, Yosys 0.63+post, stock flow scripts
make -C /OpenROAD-flow-scripts/flow DESIGN_CONFIG=/design/flow/config.mk WORK_HOME=/design/flow/orfs finish
--- /design/flow/config.mk ---
export PLATFORM = sky130hd
export DESIGN_NAME = elelock
export DESIGN_NICKNAME = elelock
export VERILOG_FILES = /design/flow/design.v
export SDC_FILE = /design/flow/constraint.sdc
export NUM_CORES = 4
export LEC_CHECK = 1
export CORE_AREA = 10 10 107 107
export DIE_AREA = 0 0 117 117
==> results.ini <==
[critical_path]
reg2reg_setup_slack_ps=580
cp_top_family=flip-flops
worstPathMaxFanout=2
worstPathCellList=clkdlybuf4s50_1
worst_r2r_path_depth=4
slowest_stage=dfstp_2
critical_path_class=reg -> out
startpoint_type=register
r2r-start=ke2$_DFF_PP0_
cp.buffers_inverters=1
worstSetupEndpointType=primary output
worstReg2RegEnd=key[0][2]$_DFFE_PP1P_
cp.required_ps=1520
max_stage_delay_ps=530
cp.arrival_ps=1270

[sta]
fin_crit_ps=1650
period_used_share=0.867
relSlewSlack=0.732
clock_skew_ps=3.81
hold_viol_final=0
maxSlewViolCount=0
fmax_mhz=607
whs_ps=398
setup_viol=0
grt_setup_unrepaired=false
worst_pin_slew_ps=392
setup_tns_ps=0

[cts]
tritoncts=built
cts_buffers=3
clock_latency_ps=260
clock_path_buffers=2
clock-root-buffer=clkbuf_8
clk_pin_slew_ps=70
hold_buffers=0
cts_max_level=1
post_cts_resize_count=0
post_cts_buffers=0
clock-sinks=19

[final_layout]
fill_cells=1038
areaGrowthSynthToFinish_pct=33.6
drive_above_1_share=0.238

[synth]
ys_cells=105
ff_type=dfstp_2
synth_seq_share=0.501
synth_cells=105
synth_area_sq_um=991
syn_avg_cell_area_sq_um=9.44
ys_warn_count=6
edf_count=0
ys_ff=19
synthArstFlopShare=1.00
ys_types=29
ys_area_sq_um=991

[drt]
vias_per_cell=3.26
ant_nets=0
drt_wl_total_mm=2.04
vias=759
insertedDiodeCount=0
drtIter0Drc=48
first_pass_iters=4
route.detailed.drc=0
wire_per_inst_microns=8.74

[status]
outcome=complete, no violations

[global_route]
met3_usage=0.0165
grt.busiest_layer=met1
grt_max_degree=20
grt_first_pass_wirelength_mm=3.68
grt_use_met1=0.0483
grt_overflow=0
grt_use_met2=0.0442
antenna_found_initial=0
track_usage=0.0331
first_global_vias=820

[flow_run]
maxCapViolCount=0
warning_count=25

[placement]
port_buffers=13
place_congestion=0.835
dp_hpwl_mm=1.53

[worst_hold_path]
holdPathEnd=ke2$_DFF_PP0_
hold_path.class=reg -> reg
hold_path_startpoint=ke1$_DFF_PP0_
min_path_cells=0

[floorplanning]
core_sq_mm=0.00920
num_io_pins=14
chipHeight_microns=117
fp_util=0.108
fp-row-count=35
die_w_microns=117
chipArea_sq_mm=0.0137

[pwr]
vdd_drop_max_uv=216
cellLeakagePower_nw=0.495
p_per_area_mw_per_mm2=574

-- synthesized netlist by cell type, types with 2 or more instances --
library cell  count  share of area
a21oi_1           3          0.015
xor2_1            2          0.018
nor4b_1           2          0.018
nor2_1            5          0.019
nor3_1            3          0.015
o21ai_0           3          0.015
a21o_1            2          0.015
nand2_1          28           0.11
dfrtp_1           2          0.051
nand3b_1         14           0.11
nor2b_1           3          0.019
clkbuf_1          4          0.015
dfstp_2          17           0.45
inv_1             2         0.0076
-- worst max path at each step --
| stage | startpoint | to | slack, ps | cells past startpoint |
|---|---|---|---|---|
| finish | lock$_DFFE_PP1P_ | lock | 250 | 1 |
| global route | tenkey[3] | key[0][3]$_DFFE_PP1P_ | 80 | 5 |
| CTS | lock$_DFFE_PP1P_ | lock | 230 | 1 |
-- registers in the layout (all words and copies together), names as in the netlist --
register,flops
lock,1
key,16
ke1,1
ke2,1
-- cells in the final DEF (no fill, tap or decap), types with 2 or more instances in the layout --
cell and n:
nor2_1 5, dfstp_2 17, inv_1 2, buf_4 5
o21ai_0 3, nor3_1 3, a21o_1 2, xor2_1 2
nand2_1 28, nand3b_1 14, nor4b_1 2, clkbuf_8 3
a21oi_1 3, dfrtp_1 2, clkdlybuf4s50_1 13, nor2b_1 3
-- kinds of logic (layout without fill, tap and decap cells) --
family          count (synthesis)  after routing  synth area share
buf+inv                         7             24            0.0278
compound gates                 14             14             0.105
flops                          19             19             0.501
xor+xnor                        3              3            0.0265
simple gates                   62             62             0.340
-- power breakdown --
| part | internal, W | total, W | switching (W) |
|---|---|---|---|
| Combinational | 0.0000401 | 0.0000733 | 0.0000332 |
| Clock | 0.000146 | 0.000279 | 0.000133 |
| Sequential | 0.000407 | 0.000407 | 0.000000316 |
| Total | 0.000593 | 0.000759 | 0.000166 |
-- per-stage QoR --
step                worst slack, ps  power, W  cell area (sq um)   util  cells
floorplan                       714  0.000444                991      -    105
finish                          253  0.000759               1320  0.144    233
global route                   82.0  0.000796               1320  0.144    233
CTS                             234  0.000768               1320  0.144    233
global placement               46.4  0.000487               1280  0.139    229
detailed placement             59.5  0.000487               1280  0.139    229
-- routing by layer --
metal	wire length, microns	vias up
met5	0	-
met4	10	0
met3	166	2
met2	749	18
met1	1110	338
li1	-	401
-- layout make-up --
class | instances | area [sq um] | share of cell area
Clock buffer | 3 | 41.3 | 0.0312
Clock inverter | 1 | 5.00 | 0.00378
Multi-Input combinational cell | 79 | 467 | 0.353
Tap cell | 111 | 139 | 0.105
Timing Repair Buffer | 18 | 168 | 0.127
Sequential cell | 19 | 497 | 0.375
Inverter | 2 | 7.51 | 0.00567
Power figures rest on the tool's default switching activity, not on a simulated workload.
